--- flow/design.v ---
module ProgramCounter (
    input wire clk,                  
    input wire reset,                
    input wire [15:0] pc_in,         
    input wire pc_write_enable,      
    output reg [15:0] pc_out         
);
    always @(posedge clk or posedge reset) begin
        if (reset)
            pc_out <= 16'b0;          
        else if (pc_write_enable)
            pc_out <= pc_in;          
        else
            pc_out <= pc_out + 16'b1;  
    end
endmodule
--- flow/run.sh ---
#!/bin/bash
# OpenROAD 26Q1-2900-gdf79404cd8, Yosys 0.63+post, stock flow scripts
make -C /OpenROAD-flow-scripts/flow DESIGN_CONFIG=/design/flow/config.mk WORK_HOME=/design/flow/orfs finish
--- flow/config.mk ---
export PLATFORM = sky130hd
export DESIGN_NAME = ProgramCounter
export DESIGN_NICKNAME = ProgramCounter
export VERILOG_FILES = /design/flow/design.v
export SDC_FILE = /design/flow/constraint.sdc
export NUM_CORES = 4
export LEC_CHECK = 1
export CORE_AREA = 10 10 88 88
export DIE_AREA = 0 0 98 98
--- flow/constraint.sdc ---
current_design ProgramCounter

set clk_period 3.8
set clk_io_pct 0.2

create_clock -name clk0 -period $clk_period [get_ports {clk}]

set non_clock_inputs [all_inputs -no_clocks]
set_input_delay [expr $clk_period * $clk_io_pct] -clock clk0 $non_clock_inputs
set_output_delay [expr $clk_period * $clk_io_pct] -clock clk0 [all_outputs]
==> run notes <==
The maximum level of the CTS H-tree is 1. With the number of placement rows at 28, the peak supply drop is 152 uV. The switching power came out at 0.114 mW.

For the cell-internal power, the log shows 0.329 mW. Setup repair after global routing left no endpoint under its margin. The post-cts hold buffer count was 0; the number of buffers added on ports was 34. The largest registers in the layout are pc_out x16. The last weighted congestion value of the routability-driven placer is 0.803, and the sequential group share of total power is 49.0%. The register with the most flip-flops in the layout has 16 of them. The detailed router finished its first iteration with 50 violations. The total inserted antenna cells was 0. Fraction of synthesis flops using an asynchronous set or reset pin: 100%. The largest individual stage delay along the critical path comes from the cell sky130_fd_sc_hd__clkdlybuf4s50_1. The worst-case reg-to-reg path depth came out at 4.

Number of buffers on the longest clock path: 2. The data arrival time reported for the critical path is 1210 ps. The most used standard cell by instance count after synthesis was sky130_fd_sc_hd__nand2_1. The tools report the number of primary I/O pins as 35. TritonCTS built the clock tree. The first-pass iteration count of the detailed router came out at 4. For this run, design rule violations remaining after detail routing come to 0.

Delay of the slowest critical-path stage: 510 ps. Looking at the critical path, the highest net fanout was 6. The critical path data required time was 3040 ps. After synthesis, the chip area reported by Yosys is 875 um2. After clock tree synthesis, the setup repair step added 0 buffers. For this design, the sink count on the clock tree is 16. Critical register-to-register path endpoint: pc_out[15].

The routed design has 2.47 mm of wire. Counting flops per register, the top entry is pc_out. The final cell area excluding filler cells came out at 1350 um2. With the setup skew after layout at 3.46 ps, the switching share of total power is 25.7%. The routed design shows a via density per instance of 3.63. In the final layout, the fill cell count is 624.

The final report lists the setup-violating endpoint count as 0. For the total half-perimeter wirelength after legalization and detailed placement, the log shows 1.98 mm. The die is 98 um tall. The proportion of layout cells with a drive suffix above 1 was 11.1%. After routing, the total negative slack on setup checks comes to 0 ps.

With the critical path buffer and inverter count at 1, the via count of the first global-routing pass is 780. In the synthesized netlist, the cells that appear most often are sky130_fd_sc_hd__nand2_1 (17), sky130_fd_sc_hd__dfrtp_1 (16), sky130_fd_sc_hd__xnor2_1 (10). Across all hold checks on the routed design, the worst slack comes to 575 ps. The clock network is responsible for 27.4% of the overall power.

The critical path startpoint category is a flip-flop. The count of pins over their slew limit is 0. Once detail routing completed, the nets flagged for antenna violations numbered 0. Headroom to the max-slew limit came out at 59.8%.

Among cell families on the critical path, the largest total delay comes from buffers and inverters. Per STA, the worst path is made up of clkdlybuf4s50_1. The share of total power dissipated in combinational logic is 23.5%. The run gives 45.8% for the area fraction of the dominant cell type after synthesis.

For flop-to-flop paths, the worst setup slack is 2200 ps. The flow reported a cell area power density of 329 nW/um2. Dominant register cell: sky130_fd_sc_hd__dfrtp_1. The gate-level netlist out of Yosys references 17 unique cell types. The number of maximum-capacitance constraint violations is 0, and the number of enable-type register cells in the synthesized netlist is 0. For the number of buffers created by CTS, the log shows 3.

The largest area contributor in the synthesized netlist was sky130_fd_sc_hd__dfrtp_1. The final design utilization was 22.7%. The sort of element at the end of the critical path was a primary output.

The width of the die is 98 um. The root buffer cell chosen for the clock tree is sky130_fd_sc_hd__clkbuf_8. The run gives 0.506 GHz as the highest attainable clock frequency. The final hold violation count recorded for this run is 0. Entering global routing, the biggest net connects 30 pins.

The start point of the critical path is pc_out[2]. The area of the die is 9600 um2, and the area added between synthesis and finish is 53.9%. Post-route period utilization is reported as 52.0%.

The mean instance size in the synthesized netlist works out to 9.61 um2. The tools report the cell area after synthesis as 875 um2. The clock slew at the register clock pins of the worst setup and hold paths was 60 ps.

With the area after detailed placement at 1310 um2, the share of synthesized area occupied by flip-flops and latches is 45.8%. In this run, synthesis produced a sequential element count of 16. After layout, the minimum clock period comes to 1970 ps.

The run gives 1 for the total number of cells along the worst setup path. The run gives 1 for the synthesis warning total. In this run the tools logged warnings totalling 25. The tools report the initial antenna violation count as 0. Checking hold timing, the worst path is listed with class flip-flop to flip-flop. Post-synthesis cell count from yosys: 91. Global routing used 5.00% of the available tracks across all layers. The transition at the pin with the smallest max-transition slack is 602 ps.

Per-cell routed wire length: 12.3 um. The main area contributors are sky130_fd_sc_hd__dfrtp_1 (46%), sky130_fd_sc_hd__xnor2_1 (10%), sky130_fd_sc_hd__nand2_1 (7.3%), sky130_fd_sc_hd__nor4_2 (7.2%), sky130_fd_sc_hd__o21ai_0 (4.0%). Per the GRT congestion report, total overflow comes to 0. In this run the critical register-to-register path is launched from pc_out[5]. Across all layers, the routed design uses 729 vias. The flow ran to the end, and the final reports show no timing, DRC or antenna violations.

The source-to-sink clock delay at the later pin of the worst-skew pair was 240 ps. The worst setup path is of the flip-flop to primary output kind. The run gives 0.488 nW for the standby leakage power. The cell resize tally after clock tree synthesis was 0; the initial standard-cell utilization of the core was 14.8%.

The logs give 4.00 mm for the first-pass GRT wire length and 91 for the cell count after synthesis. In this run the worst setup path terminates at pc_out[2]. The area of the core region is 5920 um2.
[placed cells by master, fill, tap and decap left out, types with 3 or more instances in the layout]
cell type and n:
sky130_fd_sc_hd__nand4_1 3, sky130_fd_sc_hd__clkdlybuf4s50_1 34, sky130_fd_sc_hd__xnor2_1 10, sky130_fd_sc_hd__clkbuf_8 3, sky130_fd_sc_hd__o21ai_0 7, sky130_fd_sc_hd__xor2_1 4, sky130_fd_sc_hd__o21ai_1 6, sky130_fd_sc_hd__nor4_2 5
sky130_fd_sc_hd__inv_1 4, sky130_fd_sc_hd__nor2_1 3, sky130_fd_sc_hd__mux2_2 3, sky130_fd_sc_hd__nor3_1 3, sky130_fd_sc_hd__dfrtp_1 16, sky130_fd_sc_hd__nand2_1 17, sky130_fd_sc_hd__nand3_1 4
[worst min-delay path by stage]
stage / slack [ps] / to / cells past startpoint / from
5_1_grt: 610 / pc_out[0] / 1 / pc_out[0]
4_1_cts: 580 / pc_out[0] / 1 / pc_out[0]
6_report: 580 / pc_out[0] / 1 / pc_out[0]
[layout make-up]
type | count | area, um2 | share of cell area [%]
multi-input combinational | 68 | 448 | 33.3
sequential | 16 | 400 | 29.7
timing repair buffer | 35 | 348 | 25.8
tap | 75 | 93.8 | 6.97
clock buffer | 3 | 41.3 | 3.07
inverter | 4 | 15.0 | 1.12
[through the flow]
stage               cells  power, mW  worst slack, ps
finish                201      0.443             1830
detailed placement    198      0.327             1800
CTS                   201      0.454             1800
global placement      198      0.327             1820
floorplan              91      0.255             2300
global route          201      0.473             1760
[routing by layer]
metal | track usage [%] | up-vias | share of wire [%]
met5 | 0 | - | 0
met4 | 0.336 | 0 | 0.69
met3 | 2.63 | 2 | 9.6
met2 | 7.66 | 23 | 42
met1 | 6.39 | 320 | 47
li1 | - | 384 | -
[power groups by stage]
stage | sequential (mW) | combinational, mW | clock [mW]
after CTS | 0.218 | 0.108 | 0.128
after global routing | 0.221 | 0.116 | 0.135
final | 0.217 | 0.104 | 0.122
[cells by family (layout without fill, tap and decap cells)]
family                     Yosys count  in the layout  share of synthesized area (%)
muxes                                3              3                           3.86
DFF                                 16             16                           45.8
adders and majority gates            1              1                           1.43
xor gates and xnor gates            14             14                           14.0
buffers and inverters                7             42                           3.00
AOI/OAI and AO/OA                   13             13                           7.44
and+or+nand+nor                     37             37                           24.5
No activity file was given, so power comes from the tool's default toggle rates.
