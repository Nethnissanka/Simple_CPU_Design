==> ./design.v <==
module DataMemory (
    input [7:0] address,          
    input [15:0] writeData,       
    input memRead,                
    input memWrite,               
    output reg [15:0] readData    
);
    reg [15:0] memory [255:0];
    always @(posedge memWrite) begin
        memory[address] <= writeData;  
    end
    always @(posedge memRead) begin
        readData <= memory[address];  
    end
endmodule
==> ./run.sh <==
#!/bin/bash
# OpenROAD 26Q1-2900-gdf79404cd8, Yosys 0.63+post, stock flow scripts
make -C /OpenROAD-flow-scripts/flow DESIGN_CONFIG=/design/flow/config.mk WORK_HOME=/design/flow/orfs finish
==> ./config.mk <==
export PLATFORM = sky130hd
export DESIGN_NAME = DataMemory
export DESIGN_NICKNAME = DataMemory
export VERILOG_FILES = /design/flow/design.v
export SDC_FILE = /design/flow/constraint.sdc
export NUM_CORES = 4
export LEC_CHECK = 1
export CORE_UTILIZATION = 30
==> ./constraint.sdc <==
current_design DataMemory

set clk_period 22.9
set clk_io_pct 0.2

create_clock -name clk0 -period $clk_period [get_ports {memRead}]
create_clock -name clk1 -period $clk_period [get_ports {memWrite}]

set non_clock_inputs [all_inputs -no_clocks]
set_input_delay [expr $clk_period * $clk_io_pct] -clock clk0 $non_clock_inputs
set_output_delay [expr $clk_period * $clk_io_pct] -clock clk0 [all_outputs]
==> out/writeup.txt <==
The run finished with clean final reports. The post-route core utilization was 0.3496; the number of top-level design ports was 42. The post-cts resize count came out at 0. After synthesis, the largest family of logic cells by area is multiplexers. The run gives 1 for the warning count from the yosys run. The initial antenna violation count was 22; the relative area change from synthesis to final layout was 15.82%. The first global-routing pass estimated 580,300 um of wire.

The top cell type's share of synthesized area is 0.7922, and the fraction of synthesized area in multiplexers is 0.1485. The setup check on the worst reg-to-reg path leaves a slack of 19.09 ns. Entering global routing, the biggest net connects 151 pins.

On the critical path, the stage with the largest delay is an instance of sky130_fd_sc_hd__o41ai_1. For this run the detailed placement stage logged an HPWL of 238,100 um. Setup violations remaining at the end of the flow were counted as 0. The cell area that synthesis handed to floorplanning was 155,300 um2. The violation tally recorded at the end of detailed-routing iteration 0 is 4,926. The tools report the total track usage as 0.1670. The worst path arrival time was 10.06 ns.

The post-route DRC violation count was 0; the clock transition at the register clock pins on the worst setup and hold paths after CTS was 0.10 ns. TritonCTS built the clock tree. With the floorplan-stage core utilization at 0.3019, the average detailed-routed wire length per instance is 28.05 um. For this design the ratio of total power to cell area is 87.17 nW/um2. With the headroom to the max-slew limit at 0.1329, the overall die height is 721.4 um. The run gives 81,860 as the number of global-route vias before repair.

The run gives 1.284 ns for the transition time at the pin with the least slew margin. STA lists the maximum fanout along the critical path as 63. In the post-synthesis netlist, the biggest area contributors are sky130_fd_sc_hd__edfxtp_1 79%, sky130_fd_sc_hd__mux4_2 15%, sky130_fd_sc_hd__a22oi_1 2.5%. Ranking logic cells in the layout by count gives the top entries 4,096 x sky130_fd_sc_hd__edfxtp_1, 1,024 x sky130_fd_sc_hd__mux4_2, 512 x sky130_fd_sc_hd__a22oi_1, 478 x sky130_fd_sc_hd__buf_4, 421 x sky130_fd_sc_hd__clkbuf_16.

VDD sags by at most 0.00006789 V. The type recorded for the worst min-delay path is reg2reg. The tally of buffers added on design ports is 40. The worst setup path is launched from an input pin.

The tally of max-capacitance violations is 0. In this design, the critical path's most frequently occurring cell is sky130_fd_sc_hd__buf_4. The total wire length after detailed routing came out at 405,700 um.

In the log, the iteration count for the first detailed-route pass is 7. With the post-synthesis sequential area ratio at 0.7943, the post-synthesis register bit count is 4,112. With the overall die area at 520,400 um2, the row count is 263. The run gives 0 for the post-synthesis share of cell area spent on xor and xnor gates. The dominant logic cell type in the layout is sky130_fd_sc_hd__edfxtp_1. Setup repair after global routing left no endpoint under its margin. The logs give 0 for the post-CTS setup buffer count and 155,300 um2 for the area reported by Yosys stat. The post-route antenna net violation count was 0. Critical path class: in2reg. With the mean instance size in the synthesized netlist at 23.16 um2, the total congestion overflow after global routing is 0. The final route contains 73,080 vias. Sorting the Yosys area breakdown by cell type puts at the top sky130_fd_sc_hd__edfxtp_1.

With fillers left out, the area of the finished cells amounts to 179,800 um2. The CTS log lists the clock sinks for this run as 4,112. The placement summary gives the final routability congestion estimate as 0.8588. Per the OpenROAD power report, leakage power amounts to 54.36 nW.

The die is 721.4 um wide. The timing report gives the biggest stage delay along the critical path as 0.99 ns. Data on the critical path is required at its endpoint by 23.08 ns. The share of synthesized cell area in full adder, half adder and majority cells is 0. The post-synthesis share of cell area spent on and, or, nand and nor gates is 0.008317, and the fraction of the mapped netlist area in compound gates is 0.03662. In the final report, the number of hold violations comes to 0. The tools report the core box area as 514,300 um2.

Synthesized instance count: 6,704. The run gives 0 ns as the setup TNS after final layout. STA classifies the critical path endpoint as a register. Per STA, the worst path is made up of buf_16, buf_4, buf_4, buf_4, buf_4, mux4_2, a22oi_1, a21oi_1, o41ai_1, buf_4, nand4_1. For this design, the CTS-stage hold fixing added 0 buffers. Per the synthesis report, the number of distinct cell types is 19. Per the detailed placement report, the placed cell area equals 166,500 um2. In the final report, the number of pins over their slew limit comes to 0.

In the Yosys report the total cell count is 6,704. The proportion of layout cells with a drive suffix above 1 came out at 0.2871. The script logs the ratio of routed vias to standard cells as 5.052. Summing over the stages, the warning tally comes to 33.
-- through the flow --
| stage | instances | setup WS (ns) | hold slack (ns) | power, mW |
|---|---|---|---|---|
| 3_3_place_gp | 13700 | 12.05 | 1.068 | 9.197 |
| 4_1_cts | 14460 | 12.59 | 1.780 | 15.79 |
| 6_report | 14470 | 13.02 | 1.676 | 15.68 |
| 2_1_floorplan | 6704 | 15.80 | 0.8191 | 8.838 |
| 5_1_grt | 14460 | 12.38 | 1.800 | 16.12 |
| 3_5_place_dp | 13710 | 12.30 | 1.055 | 9.211 |
-- routing by layer --
metal	vias up	routed length (um)	global-route usage
met4	34	14490	0.04640
met1	37180	120300	0.1642
met2	5130	189000	0.2490
met5	-	483	0.009894
li1	30030	-	-
met3	702	81470	0.1564
-- state kept, by name, indices dropped and copies added (netlist names) --
name and flops:
memory 4096, readData 16
-- final cells by class --
cell class	instances	area [um2]
repair buffers	525	4232
multi-input cells	2178	30330
clock buffers	491	10800
clock inverters	259	2495
diodes	10	25.02
flip-flops and latches	4112	123300
fillers	46090	334500
well taps	6890	8621
-- Yosys cell counts, drive strengths merged --
| master | n |
|---|---|
| nand4 | 16 |
| and2 | 2 |
| dfxtp | 16 |
| nand3 | 8 |
| a22oi | 512 |
| clkbuf | 251 |
| nand2b | 2 |
| nor2 | 260 |
| nand2 | 25 |
| mux4 | 1024 |
| a21oi | 256 |
| nor2b | 8 |
| edfxtp | 4096 |
| or2 | 1 |
| buf | 163 |
| o41ai | 64 |
-- cell families (layout without fill, tap and decap cells) --
logic type | count (synthesis) | in the layout
simple gates | 322 | 322
other cells | 0 | 10
compound gates | 832 | 832
buf+inv | 414 | 1275
flops | 4112 | 4112
mux | 1024 | 1024
-- report_power, final --
part           total, mW  internal (mW)  switching [mW]
clock network       6.63           3.79            2.84
logic              0.716          0.241           0.475
registers           8.33           8.31          0.0198
total               15.7           12.3            3.33
-- final timing paths --
path	start	endpoint	cells past startpoint
max	address[0]	readData[1]	11
min	memory[103][11]	readData[11]	5
max reg2reg	memory[155][3]	readData[3]	6
min reg2reg	memory[103][11]	readData[11]	5
max in group clk1	address[0]	memory[6][4]	8
min in group clk1	writeData[0]	memory[52][0]	1
-- critical path: cells and delay by family --
family / cells / cell delay [ns]
compound gates: 3 / 1.53
buf+inv: 6 / 3.20
simple gates: 1 / 0.08
mux: 1 / 0.59
Power and IR drop assume default switching activity.
